**flow/config.mk**
```make
export PLATFORM = sky130hd
export DESIGN_NAME = inputDriver
export DESIGN_NICKNAME = inputDriver
export VERILOG_FILES = /design/flow/design.v
export SDC_FILE = /design/flow/constraint.sdc
export NUM_CORES = 4
export LEC_CHECK = 1
export CORE_UTILIZATION = 40
```
**flow/constraint.sdc**
```tcl
current_design inputDriver

set clk_period 6.0
set clk_io_pct 0.2

create_clock -name clk0 -period $clk_period [get_ports {clk}]

set non_clock_inputs [all_inputs -no_clocks]
set_input_delay [expr $clk_period * $clk_io_pct] -clock clk0 $non_clock_inputs
set_output_delay [expr $clk_period * $clk_io_pct] -clock clk0 [all_outputs]
```
**flow/design.v**
```verilog
module debouncer (
    input wire clk_in,  
    input wire button, 
    output reg sig
);
    parameter DELAY_MS = 100;
    localparam COUNTER_MAX = DELAY_MS * 50000;  
    typedef enum logic[1:0] {
        IDLE,
        NEG_EDGE,
        POS_EDGE 
    } state_t;
    state_t curr_state = IDLE, next_state;
    reg [25:0] counter = 0;  
    always_comb begin
        case(curr_state)
            IDLE: next_state = button? IDLE: NEG_EDGE;   
            NEG_EDGE: begin 
                if(counter >= COUNTER_MAX - 1'b1) next_state = button? POS_EDGE: NEG_EDGE;
                else next_state = NEG_EDGE;
            end
            POS_EDGE: next_state = (counter < COUNTER_MAX - 1'b1)? POS_EDGE: IDLE;
            default: next_state = IDLE;
        endcase
        sig = (curr_state == IDLE)? 1'b0: 1'b1;
    end
    always_ff @(posedge clk_in) begin
        curr_state <= next_state;
        case(curr_state)
            IDLE: counter <= 0;
            NEG_EDGE: begin  
                counter <= (counter < COUNTER_MAX - 1'b1)? counter + 1'b1: 1'b0;
            end
            POS_EDGE: if(counter < COUNTER_MAX - 1'b1) counter <= counter + 1'b1;
        endcase
    end 
endmodule
module inputDriver (
    input wire clk,
    input wire [1:0] KEY,
	 output reg key0, key1, both
);
    parameter SYNC_DELAY_MS = 50;
    localparam COUNTER_MAX = SYNC_DELAY_MS * 50000;  
    typedef enum logic[1:0] {
        LISTEN,
        KEY0_PRESS,
        KEY1_PRESS,
        BOTH_PRESS 
    } state_t;
    reg [1:0] buttonPressed;
    debouncer #(.DELAY_MS(100)) deb0(.clk_in(clk), .button(KEY[0]), .sig(buttonPressed[0]));
    debouncer #(.DELAY_MS(100)) deb1(.clk_in(clk), .button(KEY[1]), .sig(buttonPressed[1]));
    state_t curr_state = LISTEN, next_state = LISTEN;
    reg waitInput = 0; 
    reg [25:0] counter = 0;
    always_ff @(posedge clk) begin 
        curr_state <= next_state;
        counter <= waitInput? counter + 1'b1: 1'b0;
		  if(counter >= COUNTER_MAX - 1) begin
				case(curr_state)
					LISTEN: {key0, key1, both} <= 3'b000;
					KEY0_PRESS: {key0, key1, both} <= 3'b100;
					KEY1_PRESS: {key0, key1, both} <= 3'b010;
					BOTH_PRESS: {key0, key1, both} <= 3'b001;
				endcase
		  end else if (!waitInput) begin
				case(curr_state)
					LISTEN: {key0, key1, both} <= 3'b000;
					BOTH_PRESS: {key0, key1, both} <= 3'b001;
				endcase
		  end
    end
	 always_comb begin
			case(curr_state)
            LISTEN: waitInput = buttonPressed[0] ^ buttonPressed[1];
            KEY0_PRESS: begin
                if(counter < COUNTER_MAX - 1) waitInput = buttonPressed[1]? 1'b0: 1'b1;
                else waitInput = 0; 
            end 
            KEY1_PRESS: begin 
					if(counter < COUNTER_MAX - 1) waitInput = buttonPressed[0]? 1'b0: 1'b1;
					else waitInput = 0; 
				end
            BOTH_PRESS: waitInput = 0;
        endcase
	 end
	 always_comb begin
			case(curr_state)
            LISTEN: begin  
                case(buttonPressed) 
                    2'b01: next_state = KEY0_PRESS;
                    2'b10: next_state = KEY1_PRESS;
                    2'b11: next_state = BOTH_PRESS;
						  default: next_state = LISTEN;
                endcase
				end
				KEY0_PRESS: begin
					if(!buttonPressed[0]) next_state = LISTEN;
					else if(counter < COUNTER_MAX - 1) next_state = buttonPressed[1]? BOTH_PRESS: KEY0_PRESS;
					else next_state = LISTEN;
				end
				KEY1_PRESS: begin
					if(!buttonPressed[1]) next_state = LISTEN;
					else if(counter < COUNTER_MAX - 1) next_state = buttonPressed[0]? BOTH_PRESS: KEY1_PRESS;
					else next_state = LISTEN;
				end
				BOTH_PRESS: next_state = (buttonPressed == 2'b00)? LISTEN: BOTH_PRESS;
			endcase
	 end
endmodule
```
**flow/run.sh**
```bash
#!/bin/bash
# OpenROAD 26Q1-2900-gdf79404cd8, Yosys 0.63+post, stock flow scripts
make -C /OpenROAD-flow-scripts/flow DESIGN_CONFIG=/design/flow/config.mk WORK_HOME=/design/flow/orfs finish
```
==> ci_impl_report.md <==
## Synthesis and layout report

| Metric | Value |
|---|---|
| Chip area | `12500 um^2` |
| RSZ-0062 raised after global routing | `false` |
| Tool warnings | `36` |
| Post-Route Skew | `0.00713 ns` |
| Max cap viols | `0` |
| Synthesized registers | `87` |
| DR WL/cell | `12.8 um` |
| Avg Synthesized Cell Area | `9.76 um^2` |
| Crit Path Class | `reg2reg` |
| CP arrival | `2.82 ns` |
| PD cells | `275 nW/um^2` |
| DRT antenna net count | `0` |
| Post-cts sizing count | `0` |
| Rows | `39` |
| Req. time, crit path | `6.03 ns` |
| Die width | `112 um` |
| Reg clk slew, reported paths | `0.06 ns` |
| Leak pwr | `1.86 nW` |
| Worst Tran Pin Value | `0.793 ns` |
| Slew Viols, Final | `0` |
| GP Congestion | `0.884` |
| # IOs | `6` |
| Synth Cell Area | `4810 um^2` |
| Global-route wire length before repair | `14500 um` |
| Core area | `11600 um^2` |
| Number of remaining DRC errors | `0` |
| Final setup viols | `0` |
| VDD IR max | `0.193 mV` |
| CTS sink count | `87` |
| Yosys warnings | `2` |
| Reg2reg start | `deb0.counter[0]` |
| Fp util | `41.6%` |
| Slew headroom | `47.1%` |
| Root Driver | `clkbuf_16` |
| Share of layout cells above drive strength 1 | `4.97%` |
| Ys async rst share | `0%` |
| DRT iter0 DRCs | `180` |
| Later-pin clock latency in the skew report | `0.34 ns` |
| Synth Seq Share | `47.7%` |
| Area growth syn-to-layout | `9.26%` |
| TritonCTS buffer count | `9` |
| Hold Path Origin | `counter[0]` |
| CP Launch Point | `deb0.counter[0]` |
| Initial antenna violation count | `0` |
| Crit path time final | `2.80 ns` |
| Worst Path Max Fanout | `16` |
| Worst R2R Setup Slack | `3.20 ns` |
| Vias in the first global route | `3137` |
| Final hold vios | `0` |
| DRT Wirelength | `8260 um` |
| Setup bufs post-CTS | `0` |
| Worst setup SP type | `flop` |
| Post-Synthesis Cells | `493` |
| TritonCTS clock tree | `built` |
| DR vias | `3416` |
| Synth Flop Type | `edfxtp_1` |
| Total GRT Usage | `14.7%` |
| Unique cell types | `42` |
| Gr ovfl total | `0` |
| # port buffers | `5` |
| Highest Clock Rate | `0.357 GHz` |
| Hold/Removal Path Class | `reg2reg` |
| Clock H-tree levels | `3` |
| Period utilization | `46.6%` |
| Die height | `112 um` |
| Core Util, Final | `45.4%` |
| Setup TNS | `0 ns` |
| Yosys cell count | `493` |
| Ant diodes | `0` |
| Status | `complete, no violations` |
| Post-synth EDFFs | `55` |
| DPL Wire Length | `5540 um` |
| Max clock buf depth | `2` |
| Drt first pass iters | `45` |
| Endpoint class of the critical path | `flop` |
| Vias per Instance | `5.29` |
| # hold bufs at CTS | `0` |
| Yosys stat chip area | `4810 um^2` |
| Largest net degree at the start of global routing | `27` |
==> sequential cells by signal (all words and copies together) (netlist names) <==
name,count
key1,1
curr_state,2
key0,1
deb0.curr_state,2
both,1
deb1.counter,26
deb0.counter,26
deb1.curr_state,2
counter,26
==> final cells by class <==
| class | instances | area (um^2) |
|---|---|---|
| Inverter | 24 | 90.1 |
| Sequential cell | 87 | 2290 |
| Multi-Input combinational cell | 367 | 2350 |
| Tap cell | 143 | 179 |
| Fill cell | 1043 | 6310 |
| Timing Repair Buffer | 9 | 80.1 |
| Clock inverter | 2 | 10.0 |
| Clock buffer | 14 | 254 |
==> per-layer routing <==
metal  share of wire, %  track usage (%)  vias up
met5                  0                0        -
met3                5.5             4.88        7
li1                   -                -     1755
met4                1.2             1.62        0
met1                 51             23.7     1599
met2                 42             20.8       55
==> placed cells by master (no fill, tap or decap), types with 2 or more instances in the layout <==
master	netlist	layout
nor2_1	93	93
edfxtp_1	55	55
xnor2_1	52	52
dfxtp_1	32	32
nand3_1	26	26
nand2_1	25	25
inv_1	24	24
nor3_1	24	24
nand4_1	22	22
xor2_1	20	20
ha_1	18	18
and3_1	11	11
and4_1	10	10
a21oi_1	12	10
nor4_1	10	10
clkbuf_16	0	9
o21ai_0	5	5
clkdlybuf4s50_1	0	5
nor4b_1	4	4
a211oi_1	4	4
clkbuf_1	5	4
buf_4	0	4
and2_1	3	3
nor3b_1	3	3
mux2i_1	3	3
a22oi_2	2	2
or3_1	2	2
nand2b_1	2	2
nand3b_1	2	2
o211ai_1	2	2
a21oi_2	0	2
clkinv_2	0	2
==> per-stage QoR <==
stage	hold WS [ns]	std cells	cell area, um^2	worst slack (ns)	total power [mW]
floorplan	0.437	493	4810	2.71	0.902
global placement	0.454	630	4990	3.25	0.951
detailed placement	0.467	630	4990	3.19	0.958
CTS	0.482	646	5260	3.16	1.47
global route	0.503	646	5260	2.99	1.52
finish	0.479	646	5260	3.20	1.45
==> synthesized netlist by cell type (4+ instances only) <==
| library cell | n | area [um^2] |
|---|---|---|
| nor2_1 | 93 | 349 |
| edfxtp_1 | 55 | 1650 |
| xnor2_1 | 52 | 455 |
| dfxtp_1 | 32 | 641 |
| nand3_1 | 26 | 130 |
| nand2_1 | 25 | 93.8 |
| inv_1 | 24 | 90.1 |
| nor3_1 | 24 | 120 |
| nand4_1 | 22 | 138 |
| xor2_1 | 20 | 175 |
| ha_1 | 18 | 225 |
| a21oi_1 | 12 | 60.1 |
| and3_1 | 11 | 68.8 |
| and4_1 | 10 | 87.6 |
| nor4_1 | 10 | 62.6 |
| buf_2 | 5 | 25.0 |
| clkbuf_1 | 5 | 18.8 |
| o21ai_0 | 5 | 25.0 |
| a211oi_1 | 4 | 30.0 |
| nor4b_1 | 4 | 35.0 |
==> report_power, final <==
part	internal, mW	total [mW]	switching [mW]
Clock	0.291	0.502	0.211
Sequential	0.694	0.732	0.0384
Combinational	0.0958	0.211	0.116
==> logic make-up (layout without fill, tap and decap cells) <==
group                    count (synthesis)  count (layout)  synth area share [%]
multiplexers                             3               3                 0.624
buffers and inverters                   39              49                  3.64
XOR/XNOR                                72              72                  13.1
flip-flops                              87              87                  47.7
AND/OR/NAND/NOR                        240             240                  24.8
adder cells (fa/ha/maj)                 18              18                  4.68
AND-OR/OR-AND                           34              34                  5.49
==> path summary, 6_finish.rpt <==
path | to | cells after the start
worst max register to register | deb0.counter[21] | 7
worst min register to register | counter[0] | 1
worst min-delay path | counter[0] | 1
worst max-delay path | deb0.counter[21] | 7
==> critical path, stage by stage (launching register included) <==
cell,delay (ns)
edfxtp_1,0.43
ha_1,0.26
and4_1,0.23
a211o_1,0.31
nand4_1,0.12
nand4_1,0.20
a21oi_2,0.57
buf_4,0.36
Power figures rest on the tool's default switching activity, not on a simulated workload.
