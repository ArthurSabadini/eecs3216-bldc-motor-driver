===== flow/design.v =====
module SevenSegDecoder (
    input [3:0] inp,
    output [6:0] leds
);
    assign leds[0] = (~inp[3] & ~inp[1]) & (inp[2] ^ inp[0]) | (inp[3] & inp[0] & (inp[2] ^ inp[1])); 
    assign leds[1] = (inp[2] & ~inp[0]) & (inp[3] | inp[1]) | (inp[0] & (inp[3] & inp[1] | ~inp[3] & inp[2] & ~inp[1]));
    assign leds[2] = ((inp[3] & inp[2]) & (inp[1] | ~inp[0])) | (~inp[3] & ~inp[2] & inp[1] & ~inp[0]);
    assign leds[3] = (~inp[3] & ~inp[1]) & (inp[2] ^ inp[0]) | (inp[2] & inp[1] & inp[0]) | (inp[3] & ~inp[2] & inp[1] & ~inp[0]);
    assign leds[4] = (~inp[2] & inp[0] & ~inp[1]) | ~inp[3] & ((inp[2] & ~inp[1]) | (~inp[2] & inp[0]) | (inp[1] & inp[0]));
    assign leds[5] = inp[3] & inp[2] & ~inp[1] & inp[0] | ~inp[3] & (~inp[2] & inp[0] | inp[1] & inp[0] | ~inp[2] & inp[1]);
    assign leds[6] = ~inp[3] & ~inp[2] & ~inp[1] | ~inp[3] & inp[2] & inp[1] & inp[0] | inp[3] & inp[2] & ~inp[1] & ~inp[0];
endmodule

===== flow/config.mk =====
export PLATFORM = sky130hd
export DESIGN_NAME = SevenSegDecoder
export DESIGN_NICKNAME = SevenSegDecoder
export VERILOG_FILES = /design/flow/design.v
export SDC_FILE = /design/flow/constraint.sdc
export NUM_CORES = 4
export LEC_CHECK = 1
export CORE_AREA = 10 10 70 70
export DIE_AREA = 0 0 80 80

===== flow/constraint.sdc =====
current_design SevenSegDecoder

set clk_period 1.0
set clk_io_pct 0.2

create_clock -name clk0 -period $clk_period

set non_clock_inputs [all_inputs -no_clocks]
set_input_delay [expr $clk_period * $clk_io_pct] -clock clk0 $non_clock_inputs
set_output_delay [expr $clk_period * $clk_io_pct] -clock clk0 [all_outputs]

===== flow/run.sh =====
#!/bin/bash
# OpenROAD 26Q1-2900-gdf79404cd8, Yosys 0.63+post, stock flow scripts
make -C /OpenROAD-flow-scripts/flow DESIGN_CONFIG=/design/flow/config.mk WORK_HOME=/design/flow/orfs finish

==> Slide: Implementation Results <==
Implementation Results

Final layout
  • Final non-filler cell total: 105
  • Register Area: 0 sq um
  • Sequential cell count: 0
  • Share of cells above drive strength 1: 74.6%
  • Clkbuf count: 0
  • # fillers: 374
  • Area grow syn2layout: 174%

Yosys
  • Area of the mapped netlist: 224 sq um
  • Top area contributor share: 22.3%
  • Area contributors post-synth: ha_1 22%, nand2_1 10%, nand3_1 6.7%
  • Yosys cell count: 35
  • Post-synth seq share: 0%
  • Syn Area/Cell: 6.40 sq um
  • Syn. warnings: 0
  • Top cell type by total area after synthesis: ha_1
  • Post-Synthesis Cells: 35
  • Synth cell types: 19
  • Synthesis area per yosys: 224 sq um

Global route
  • GRT overflow: 0
  • Largest net degree at the start of global routing: 9
  • Initial antenna violation count: 0
  • Vias in the first global route: 366
  • Gr usage total: 3.12%
  • First-pass GRT wire length: 1720 microns

Drt
  • Starting DRT DRC Count: 8
  • Routed WL per cell: 9.63 microns
  • Drt first pass iters: 2
  • Vias per Instance: 3.30
  • Antenna-violating nets left: 0
  • Diodes inserted: 0
  • Total length of routed wires: 1010 microns
  • Post-route DRC: 0
  • Routed vias: 346

Power
  • Pwr per Cell Area: 389 nW/um^2
  • Peak supply drop: 0.0764 mV
  • Leakage: 0.271 nW

Final timing
  • Slew Limit Fails: 0
  • Actual slew at the worst max-slew pin: 0.167 ns
  • RSZ-0062 raised after global routing: yes
  • Minimum clock period: 1.30 ns
  • Final setup violation count: 7
  • Final setup margin: -0.303 ns
  • Relative slew margins: 88.9%
  • Final Hold Violation Tally: 0
  • Max Clk Rate: 0.767 GHz
  • Final clock period utilization by the worst path: 130%

Placement
  • Port Buffers: 11
  • Post-placement cell count: 96
  • Worst slack, placed: -1.19 ns
  • Final HPWL DP: 607 microns
  • Global placer's final weighted congestion: 0.810

Floorplanning
  • Fp_density: 6.56%
  • Core area: 3420 sq um
  • Die Area: 6400 sq um
  • Die X: 80 microns
  • Die Height: 80 microns
  • Io pins: 11
  • Floorplan row count: 21

Run
  • Max-Cap Viols: 0
  • Tool Warnings: 37

Setup path
  • Arr. time, crit path: 1.10 ns
  • CP Capture Type: primary output
  • CP startpoint kind: input port
  • Crit path kind: input port to primary output
  • Critical-path top delay cell: or3_4
  • Worst Setup SP: inp[0]
  • Largest stage delay on the critical path: 0.34 ns
  • CP Cell Sequence: buf_8 > inv_8 > ha_4 > or3_4 > nand2_2 > a41o_2 > buf_2
  • Crit path DRT: 0.80 ns
  • Max Fanout on Critical Path: 2

Outcome
  • Violated checks: setup timing
  • Outcome: finished, violations left

Clock tree
  • Hold Buf Count CTS: 0

Min path
  • HP Class: input port to primary output
  • Hold path start: inp[1]
==> critical path: cells and delay by family <==
family,cells,cell delay (ns)
buf+inv,3,0.24
compound gates,1,0.09
simple gates,2,0.40
fa+ha+maj,1,0.18
==> timing repair <==
action / CTS / global route
setup buffers: 9 / 0
setup endpoints to repair: 7 / 7
resized: 65 / 8
pin swaps: 11 / 4
==> power by group <==
group / switching, mW / total [mW] / internal [mW]
sequential: 0 / 0 / 0
clock: 0 / 0 / 0
combinational: 0.104 / 0.239 / 0.135
total: 0.104 / 0.239 / 0.135
==> through the flow <==
stage          hold WS (ns)  total power, mW  utilization, %  area (sq um)  setup TNS (ns)
5_1_grt               0.807            0.258            17.9           613           -1.85
4_1_cts               0.767            0.222            17.1           584           -1.73
2_1_floorplan         0.485           0.0765               -           264          -0.331
3_5_place_dp           1.51            0.168            13.0           444           -7.44
6_report              0.769            0.239            17.9           613           -1.60
3_3_place_gp           1.53            0.168            13.0           444           -7.40
==> synth_stat cells, drive strengths merged <==
| library cell | number |
|---|---|
| o22ai | 1 |
| inv | 2 |
| o21ai | 2 |
| nand2 | 6 |
| nor3 | 1 |
| ha | 4 |
| o31ai | 1 |
| a21oi | 1 |
| o211ai | 1 |
| nor2 | 4 |
| clkbuf | 1 |
| or3 | 1 |
| a31o | 1 |
| nor2b | 2 |
| a31oi | 1 |
| nand3 | 3 |
| buf | 2 |
| a41o | 1 |
==> worst paths after layout <==
check	endpoint	slack, ns	cells after the start
worst min-delay path	leds[2]	0.77	4
worst max-delay path	leds[3]	-0.30	7
==> per-layer routing <==
layer | share of wire [%] | track usage, % | routed length [microns] | vias up
met3 | 6.2 | 0.568 | 63 | 2
met5 | 0 | 0 | 0 | -
met1 | 44 | 3.69 | 447 | 162
li1 | - | - | - | 174
met2 | 48 | 5.78 | 490 | 8
met4 | 0.99 | 0.352 | 10 | 0
==> placed cells by master, fill, tap and decap left out, types with 2 or more instances in the layout <==
master   count
nand2_1      5
buf_4        9
buf_8        2
nor2b_4      2
nor2_4       3
ha_4         2
ha_1         2
buf_2        7
buf_6        8
nand3_1      3
==> cell families after synthesis <==
group | count (synthesis) | share of synthesized area, %
and+or+nand+nor | 17 | 37.4
AOI/OAI and AO/OA | 9 | 27.9
buffers and inverters | 5 | 12.3
adders and majority gates | 4 | 22.3
==> cell type report <==
type	instances	area [sq um]	area share (%)
Inverter	2	15.0	2.45
Multi-Input combinational cell	30	309	50.4
Tap cell	46	57.6	9.39
Timing Repair Buffer	27	231	37.8
Power is estimated from default activity; no workload was simulated.
